==> /design/flow/design.v <==
module LCD_Display(iCLK_50MHZ, iRST_N,char0,char1,char2,char3,char4,char5,char6,char7, 
    LCD_RS,LCD_E,LCD_RW,DATA_BUS);
input iCLK_50MHZ, iRST_N;
input [7:0] char0,char1,char2,char3,char4,char5,char6,char7;
output LCD_RS, LCD_E, LCD_RW;
inout [7:0] DATA_BUS;
parameter
HOLD = 4'h0,
FUNC_SET = 4'h1,
DISPLAY_ON = 4'h2,
MODE_SET = 4'h3,
Print_String = 4'h4,
LINE2 = 4'h5,
RETURN_HOME = 4'h6,
DROP_LCD_E = 4'h7,
RESET1 = 4'h8,
RESET2 = 4'h9,
RESET3 = 4'ha,
DISPLAY_OFF = 4'hb,
DISPLAY_CLEAR = 4'hc;
reg [3:0] state, next_command;
reg [7:0] DATA_BUS_VALUE;
wire [7:0] Next_Char;
reg [19:0] CLK_COUNT_400HZ;
reg [4:0] CHAR_COUNT;
reg CLK_400HZ, LCD_RW_INT, LCD_E, LCD_RS;
assign DATA_BUS = (LCD_RW_INT? 8'bZZZZZZZZ: DATA_BUS_VALUE);
LCD_display_string u1(
.index(CHAR_COUNT),
.out(Next_Char),
.char0(char0),
.char1(char1),
.char2(char2),
.char3(char3),
.char4(char4),
.char5(char5),
.char6(char6),
.char7(char7)
);
assign LCD_RW = LCD_RW_INT;
always @(posedge iCLK_50MHZ or negedge iRST_N)
    if (!iRST_N)
    begin
       CLK_COUNT_400HZ <= 20'h00000;
       CLK_400HZ <= 1'b0;
    end
    else if (CLK_COUNT_400HZ < 20'h0F424)
    begin
       CLK_COUNT_400HZ <= CLK_COUNT_400HZ + 1'b1;
    end
    else
    begin
      CLK_COUNT_400HZ <= 20'h00000;
      CLK_400HZ <= ~CLK_400HZ;
    end
always @(posedge CLK_400HZ or negedge iRST_N)
    if (!iRST_N)
    begin
     state <= RESET1;
    end
    else
    case (state)
    RESET1:            
    begin
      LCD_E <= 1'b1;
      LCD_RS <= 1'b0;
      LCD_RW_INT <= 1'b0;
      DATA_BUS_VALUE <= 8'h38;
      state <= DROP_LCD_E;
      next_command <= RESET2;
      CHAR_COUNT <= 5'b00000;
    end
    RESET2:
    begin
      LCD_E <= 1'b1;
      LCD_RS <= 1'b0;
      LCD_RW_INT <= 1'b0;
      DATA_BUS_VALUE <= 8'h38;
      state <= DROP_LCD_E;
      next_command <= RESET3;
    end
    RESET3:
    begin
      LCD_E <= 1'b1;
      LCD_RS <= 1'b0;
      LCD_RW_INT <= 1'b0;
      DATA_BUS_VALUE <= 8'h38;
      state <= DROP_LCD_E;
      next_command <= FUNC_SET;
    end
    FUNC_SET:
    begin
      LCD_E <= 1'b1;
      LCD_RS <= 1'b0;
      LCD_RW_INT <= 1'b0;
      DATA_BUS_VALUE <= 8'h38;
      state <= DROP_LCD_E;
      next_command <= DISPLAY_OFF;
    end
    DISPLAY_OFF:
    begin
      LCD_E <= 1'b1;
      LCD_RS <= 1'b0;
      LCD_RW_INT <= 1'b0;
      DATA_BUS_VALUE <= 8'h08;
      state <= DROP_LCD_E;
      next_command <= DISPLAY_CLEAR;
    end
    DISPLAY_CLEAR:
    begin
      LCD_E <= 1'b1;
      LCD_RS <= 1'b0;
      LCD_RW_INT <= 1'b0;
      DATA_BUS_VALUE <= 8'h01;
      state <= DROP_LCD_E;
      next_command <= DISPLAY_ON;
    end
    DISPLAY_ON:
    begin
      LCD_E <= 1'b1;
      LCD_RS <= 1'b0;
      LCD_RW_INT <= 1'b0;
      DATA_BUS_VALUE <= 8'h0C;
      state <= DROP_LCD_E;
      next_command <= MODE_SET;
    end
    MODE_SET:
    begin
      LCD_E <= 1'b1;
      LCD_RS <= 1'b0;
      LCD_RW_INT <= 1'b0;
      DATA_BUS_VALUE <= 8'h06;
      state <= DROP_LCD_E;
      next_command <= Print_String;
    end
    Print_String:
    begin
      state <= DROP_LCD_E;
      LCD_E <= 1'b1;
      LCD_RS <= 1'b1;
      LCD_RW_INT <= 1'b0;
      if (Next_Char[7:4] != 4'h0)
        DATA_BUS_VALUE <= Next_Char;
      else if (Next_Char[3:0] >9)
         DATA_BUS_VALUE <= {4'h4,Next_Char[3:0]-4'h9};
      else
         DATA_BUS_VALUE <= {4'h3,Next_Char[3:0]};
      if ((CHAR_COUNT < 31) && (Next_Char != 8'hFE))
         CHAR_COUNT <= CHAR_COUNT + 1'b1;
      else
         CHAR_COUNT <= 5'b00000; 
      if (CHAR_COUNT == 15)
        next_command <= LINE2;
      else if ((CHAR_COUNT == 31) || (Next_Char == 8'hFE))
        next_command <= RETURN_HOME;
      else
        next_command <= Print_String;
    end
    LINE2:
    begin
      LCD_E <= 1'b1;
      LCD_RS <= 1'b0;
      LCD_RW_INT <= 1'b0;
      DATA_BUS_VALUE <= 8'hC0;
      state <= DROP_LCD_E;
      next_command <= Print_String;
    end
    RETURN_HOME:
    begin
      LCD_E <= 1'b1;
      LCD_RS <= 1'b0;
      LCD_RW_INT <= 1'b0;
      DATA_BUS_VALUE <= 8'h80;
      state <= DROP_LCD_E;
      next_command <= Print_String;
    end
    DROP_LCD_E:
    begin
      LCD_E <= 1'b0;
      state <= HOLD;
    end
    HOLD:
    begin
      state <= next_command;
    end
    endcase
endmodule
module LCD_display_string(index,out,char0,char1,char2,char3,char4,char5,char6,char7);
input [4:0] index;
input [7:0] char0,char1,char2,char3,char4,char5,char6,char7;
output reg [7:0] out;
   always 
     case (index)
    5'h00: out <= char0;	 
    5'h01: out <= char1;	 
    5'h02: out <= 8'h2c;	 
    5'h03: out <= char2;	 
    5'h04: out <= char3;	 
    5'h05: out <= char4;	 
	 5'h06: out <= char5;	 
	 5'h07: out <= char6;	 
	 5'h08: out <= char7;	 
    5'h10: out <= 8'h48;
    5'h11: out <= 8'h65;
    5'h12: out <= 8'h6c;
	 5'h13: out <= 8'h6c;
	 5'h14: out <= 8'h6f;
	 5'h15: out <= 8'h20;
	 5'h16: out <= 8'h21;
	 5'h17: out <= 8'h21;
	 5'h18: out <= 8'h21;
    default: out <= 8'h20;
     endcase
endmodule
module    Reset_Delay(iCLK,oRESET);
input        iCLK;
output reg    oRESET;
reg    [19:0]    Cont;
always@(posedge iCLK)
begin
    if(Cont!=20'hFFFFF)
    begin
        Cont    <=    Cont+1'b1;
        oRESET    <=    1'b0;
    end
    else
    oRESET    <=    1'b1;
end
endmodule
module hex_7seg(hex_digit,seg);
input [3:0] hex_digit;
output [6:0] seg;
reg [6:0] seg;
always @ (hex_digit)
case (hex_digit)
        4'h0: seg = 7'b1000000;
        4'h1: seg = 7'b1111001;      
        4'h2: seg = 7'b0100100;      
        4'h3: seg = 7'b0110000;      
        4'h4: seg = 7'b0011001;      
        4'h5: seg = 7'b0010010;      
        4'h6: seg = 7'b0000010;      
        4'h7: seg = 7'b1111000;      
        4'h8: seg = 7'b0000000;      
        4'h9: seg = 7'b0011000;      
        4'ha: seg = 7'b0001000;
        4'hb: seg = 7'b0000011;
        4'hc: seg = 7'b1000110;
        4'hd: seg = 7'b0100001;
        4'he: seg = 7'b0000110;
        4'hf: seg = 7'b0001110;
endcase
endmodule
module keyboard(keyboard_clk, keyboard_data, clock50, reset, read, scan_ready, scan_code);
input keyboard_clk;
input keyboard_data;
input clock50;  
input reset;
input read;
output scan_ready;
output [7:0] scan_code;
reg ready_set;
reg [7:0] scan_code;
reg scan_ready;
reg read_char;
reg clock;  
reg [3:0] incnt;
reg [8:0] shiftin;
reg [7:0] filter;
reg keyboard_clk_filtered;
always @ (posedge ready_set or posedge read)
if (read == 1) scan_ready <= 0;
else scan_ready <= 1;
always @(posedge clock50)
    clock <= ~clock;
always @(posedge clock)
begin
   filter <= {keyboard_clk, filter[7:1]};
   if (filter==8'b1111_1111) keyboard_clk_filtered <= 1;
   else if (filter==8'b0000_0000) keyboard_clk_filtered <= 0;
end
always @(posedge keyboard_clk_filtered)
begin
   if (reset==1)
   begin
      incnt <= 4'b0000;
      read_char <= 0;
   end
   else if (keyboard_data==0 && read_char==0)
   begin
    read_char <= 1;
    ready_set <= 0;
   end
   else
   begin
       if (read_char == 1)
           begin
              if (incnt < 9) 
              begin
                incnt <= incnt + 1'b1;
                shiftin = { keyboard_data, shiftin[8:1]};
                ready_set <= 0;
            end
        else
            begin
                incnt <= 0;
                scan_code <= shiftin[7:0];
                read_char <= 0;
                ready_set <= 1;
            end
        end
    end
end
endmodule
module oneshot(output reg pulse_out, input trigger_in, input clk);
reg delay;
always @ (posedge clk)
begin
    if (trigger_in && !delay) pulse_out <= 1'b1;
    else pulse_out <= 1'b0;
    delay <= trigger_in;
end
endmodule
module process_keyboard(
  input  CLOCK_50,
  input  [3:0]  KEY,
  output  [6:0]  HEX0, HEX1, HEX2, HEX3, HEX4, HEX5, HEX6, HEX7,
  output  [8:0]  LEDG,   
  input    PS2_DAT,
  input    PS2_CLK,
  output LCD_ON,     
  output LCD_BLON,     
  output LCD_RW,     
  output LCD_EN,     
  output LCD_RS,     
  inout [7:0] LCD_DATA     
);
wire RST;
assign RST = KEY[0];
wire reset = 1'b0;
wire [7:0] scan_code;
reg [7:0] history[1:4];
wire read, scan_ready;
wire [7:0]	break_code;
reg [7:0]	make_code;
wire load_reg;
reg [7:0] reg_keyboard[0:7];
reg [3:0] counter_char;
integer i;
assign LEDG[7] = load_reg;
oneshot pulser(
   .pulse_out(read),
   .trigger_in(scan_ready),
   .clk(CLOCK_50)
);
keyboard kbd(
  .keyboard_clk(PS2_CLK),
  .keyboard_data(PS2_DAT),
  .clock50(CLOCK_50),
  .reset(reset),
  .read(read),
  .scan_ready(scan_ready),
  .scan_code(scan_code)
);
always @(posedge scan_ready)
begin
   history[4] <= history[3];
   history[3] <= history[2];
   history[2] <= history[1];
   history[1] <= scan_code;
end
assign break_code = history[2];
always @(*)
	case (scan_code)
		8'h70:	make_code = 8'h30;
		8'h69:	make_code = 8'h31;
		8'h72:	make_code = 8'h32;
		8'h7a:	make_code = 8'h33;
		8'h6b:	make_code = 8'h34;
		8'h73:	make_code = 8'h35;
		8'h74:	make_code = 8'h36;
		8'h6c:	make_code = 8'h37;
		8'h75:	make_code = 8'h38;
		8'h7d:	make_code = 8'h39;
		8'h79:	make_code = 8'h2b;	 
		8'h7b:	make_code = 8'h2d;	 
		default: make_code = 8'h78;
	endcase
assign load_reg = (break_code == 8'hf0) ? 1'b1 : 1'b0; 
always @(posedge load_reg or negedge RST)
begin
	if(~RST)
	begin
		for (i = 0; i < 8; i = i + 1)
			reg_keyboard[i] <= 0;
		counter_char <= 0;
	end
	else 	if (counter_char == 4'd7)
			begin
				reg_keyboard[counter_char] <= make_code;
				counter_char <= 0;
			end
			else
			begin
				reg_keyboard[counter_char] <= make_code;
				counter_char <= counter_char + 1'b1;
			end
end
wire [6:0] myclock;
wire DLY_RST;
Reset_Delay r0(    .iCLK(CLOCK_50),.oRESET(DLY_RST) );
assign    LCD_ON        =    1'b1;
assign    LCD_BLON    	=    1'b1;
LCD_Display u1(
   .iCLK_50MHZ(CLOCK_50),
   .iRST_N(DLY_RST),
   .char0(reg_keyboard[0]),
   .char1(reg_keyboard[1]),
	.char2(reg_keyboard[2]),
	.char3(reg_keyboard[3]),
	.char4(reg_keyboard[4]),
	.char5(reg_keyboard[5]),
	.char6(reg_keyboard[6]),
	.char7(reg_keyboard[7]),
   .DATA_BUS(LCD_DATA),
   .LCD_RW(LCD_RW),
   .LCD_E(LCD_EN),
   .LCD_RS(LCD_RS)
);
hex_7seg dsp0(history[1][3:0],HEX0);
hex_7seg dsp1(history[1][7:4],HEX1);
hex_7seg dsp2(reg_keyboard[0][3:0],HEX2);
hex_7seg dsp3(reg_keyboard[0][7:4],HEX3);
hex_7seg dsp4(reg_keyboard[1][3:0],HEX4);
hex_7seg dsp5(reg_keyboard[1][7:4],HEX5);
hex_7seg dsp6(reg_keyboard[2][3:0],HEX6);
hex_7seg dsp7(reg_keyboard[2][7:4],HEX7);
endmodule
==> /design/flow/run.sh <==
#!/bin/bash
# OpenROAD 26Q1-2900-gdf79404cd8, Yosys 0.63+post, stock flow scripts
make -C /OpenROAD-flow-scripts/flow DESIGN_CONFIG=/design/flow/config.mk WORK_HOME=/design/flow/orfs finish
==> /design/flow/config.mk <==
export PLATFORM = sky130hd
export DESIGN_NAME = process_keyboard
export DESIGN_NICKNAME = process_keyboard
export VERILOG_FILES = /design/flow/design.v
export SDC_FILE = /design/flow/constraint.sdc
export NUM_CORES = 4
export LEC_CHECK = 1
export CORE_UTILIZATION = 40
==> /design/flow/constraint.sdc <==
current_design process_keyboard

set clk_period 1.9
set clk_io_pct 0.2

create_clock -name clk0 -period $clk_period [get_ports {CLOCK_50}]

set non_clock_inputs [all_inputs -no_clocks]
set_input_delay [expr $clk_period * $clk_io_pct] -clock clk0 $non_clock_inputs
set_output_delay [expr $clk_period * $clk_io_pct] -clock clk0 [all_outputs]
==> results.yml <==
# generated from flow reports
final_layout:
  logic_area_um2: 4388
  flop_area_um2: 4856
  drive_gt1_share_pct: 4.451
  fill_cells: 2217
  areaGrowthSynthToFinish_pct: 10.99
synthesis:
  syn_area_per_cell_um2: 9.954
  edf_count: 60
  compound_area_share_pct: 12.92
  ys_seq_share_pct: 50.34
  ys_types: 76
  synth.cell_area_um2: 9646
  top_area_cell: "dfrtp_1"
  synth_flops: 191
  synthArstFlopShare_pct: 45.03
  synth_cells: 969
  ys_sh_adder_pct: 7.640
  yosysWarnings: 20
  ys_top_cells_by_count: "nand2_1 (108), nor2_1 (97), dfrtp_1 (85), o21ai_0 (79), edfxtp_1 (60)"
  yosysMostFrequentCell: "nand2_1"
  ys_chip_area_um2: 9646
  yosysCellCount: 969
  dominantRegCellSynth: "dfrtp_1"
  area_leaders: "dfrtp_1 (22%), edfxtp_1 (19%), dfxtp_1 (9.3%)"
  synth_top_area_share_pct: 22.05
  yosys.area_share.simple_pct: 16.72
  mux_area_share_pct: 3.749
  xor_area_share_pct: 3.541
  ys_top_logic_family: "simple AND/OR/NAND/NOR gates"
clock_tree:
  cts_tree: "built"
  insertion_delay_ns: 0.29
  clk_pin_slew_ns: 0.07
  ctsResizeCount: 0
  h-tree-depth: 2
  cts_buffers: 5
  clock_path_buffers: 2
  post_cts_buffers: 0
  holdBufCountCts: 0
  root_buffer: "clkbuf_16"
final_timing:
  worst_pin_slew_ns: 0.8519
  setup_viol: 0
  max_freq_mhz: 591.1
  final_hold_viol_count: 0
  relSlewSlack_pct: 43.21
  fin_crit_sh_pct: 89.03
  rsz0062_at_grt: "no"
  slew_viol_final: 0
  post-route-min-period_ns: 1.692
  worst_hold_slack_ns: 0.2264
  final.setup.tns_ns: 0
  unclocked_pins: 146
  finalClockSkew_ns: 0.007326
  setup_ws_ns: 0.2084
  untimed_endpoints: 253
die:
  num_rows: 56
  die_h_um: 157.3
  die_x_um: 157.3
  dieArea_um2: 24740
  fp_util_pct: 40.97
  coreArea_um2: 23540
  pin_count: 85
power:
  seq_power_share_pct: 56.5
  p_sw_share_pct: 21.01
  share_comb_of_total_power_pct: 5.3
  power.total_mw: 2.296
  power_leakage_nw: 4.387
  power.switching_mw: 0.4825
  clkPwrFrac_pct: 38.2
  vdd_drop_max_mv: 0.3112
  powerDensity_nw_per_um2: 214.5
  internal_power_mw: 1.814
setup_path:
  arrival_ns: 1.72
  crit_required_ns: 1.93
  path_max_fanout: 15
  worst_path_max_delay_cell: "edfxtp_1"
  crit_path_end_kind: "register"
  crit_path_frequent_cell: "nand4_1"
  startpoint_type: "register"
  worstRegToRegCells: 5
  crit_type: "reg -> reg"
  critical_path.cell_chain: "and3_4, nand4_1, nor3_4, nand4_1, buf_4"
  crit_path_max_incr_delay_ns: 0.40
global_route:
  antenna_found_initial: 0
  grt_max_degree: 62
  grt_use_total_pct: 15.40
  grt_first_pass_wirelength_mm: 29.66
  grt_overflow: 0
  grt_pass1_vias: 5893
min_path:
  min_path_type: "reg -> async"
flow_run:
  maxCapViolCount: 0
  warnings: 71
routing:
  first_iter_violations: 359
  detail_route.wl_per_cell_um: 13.43
  dr.pass1.iters: 5
  antenna_left: 0
  wirelength_mm: 17.87
  viasPerCell: 5.005
  drc: 0
  vias: 6657
  n_antenna_cell: 0
placement:
  dpl_worst_slack_ns: 0.2083
  io_buffers: 62
  dpl.hpwl_mm: 12.95
  place_congestion: 0.8737
status:
  status: "complete, no violations"
[critical path: cells and delay by family, from the launching register on]
| family | cells | cell delay, ns |
|---|---|---|
| simple gates | 4 | 0.81 |
| flops | 1 | 0.40 |
| buf+inv | 1 | 0.23 |
[area by class of cell]
type                       instances  area share (%)
tap                              319           3.728
clock buffer                       5           1.169
inverter                          55           1.928
clock inverter                     3          0.2338
sequential                       191           45.36
multi-input combinational        683           40.99
timing repair buffer              74           6.592
[sequential cells by signal (all words and copies together), names as in the netlist, 4 cells and up]
register and count:
reg_keyboard 56, r0.Cont 20, u1.CLK_COUNT_400HZ 20, history 16
kbd.shiftin 9, LCD_DATA 8, kbd.filter 8, kbd.scan_code 8
HEX0 7, HEX1 7, u1.CHAR_COUNT 5, counter_char 4
kbd.incnt 4, u1.next_command 4, u1.state 4
[final timing paths]
check | start | end | slack [ns]
min in group clk0 | pulser.delay$_DFF_P_ | pulser.pulse_out$_DFF_P_ | 0.38
worst min-delay path | r0.oRESET$_DFF_P_ | u1.CLK_COUNT_400HZ[0]$_DFF_PN0_ | 0.23
worst max-delay path | r0.Cont[4]$_DFFE_PN_ | r0.Cont[10]$_DFFE_PN_ | 0.21
worst max register to register | r0.Cont[4]$_DFFE_PN_ | r0.Cont[10]$_DFFE_PN_ | 0.21
worst min register to register | r0.oRESET$_DFF_P_ | u1.CLK_COUNT_400HZ[0]$_DFF_PN0_ | 0.23
max in group asynchronous | r0.oRESET$_DFF_P_ | u1.CLK_COUNT_400HZ[15]$_DFF_PN0_ | 1.40
[layer usage]
metal | GRT usage, % | up-vias | part of all wire, % | routed length [µm]
li1 | - | 3430 | - | -
met2 | 23.45 | 117 | 45 | 8047
met3 | 1.710 | 11 | 3.8 | 687
met4 | 1.156 | 0 | 0.82 | 146
met5 | 0 | - | 0 | 0
met1 | 25.65 | 3099 | 50 | 8985
[cells by family (layout without fill, tap and decap cells)]
| kind of cell | after synthesis | count (layout) |
|---|---|---|
| DFF | 191 | 191 |
| AOI/OAI and AO/OA | 198 | 198 |
| adders and majority gates | 59 | 59 |
| other | 2 | 16 |
| muxes | 35 | 35 |
| and+or+nand+nor | 336 | 336 |
| buffers and inverters | 109 | 137 |
| xor gates and xnor gates | 39 | 39 |
[through the flow]
stage               util (%)  instances  cell area, µm²
detailed placement     44.83       1322           10560
floorplan                  -        983            9719
global placement       44.83       1322           10560
finish                 45.47       1330           10710
global route           45.47       1330           10710
CTS                    45.47       1330           10710
[layout by cell type, fill, tap and decap left out, drive strengths merged, types with 4 or more instances in the layout]
master and n:
a211oi 6, a21oi 35, a22o 10, a22oi 5, a31oi 7, a32o 4
and2 7, and3 13, buf 13, clkbuf 5, clkdlybuf4s50 61, conb 16
dfrtp 85, dfxtp 45, edfxtp 60, ha 58, inv 55, mux2 6
mux2i 29, nand2 108, nand2b 12, nand3 27, nand3b 4, nand4 15
nor2 97, nor2b 14, nor3 11, nor4 5, o211ai 7, o21ai 84
o22ai 4, o31ai 5, or2 4, or3b 6, xnor2 23, xor2 16
[power groups by stage]
stage	clock network (mW)	registers [mW]	logic (mW)
5_1_grt	0.954	1.30	0.147
4_1_cts	0.914	1.30	0.129
6_report	0.878	1.30	0.121
Power figures rest on the tool's default switching activity, not on a simulated workload.
