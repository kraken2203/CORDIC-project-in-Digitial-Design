===== /design/flow/config.mk =====
export PLATFORM = sky130hd
export DESIGN_NAME = ThapPhan
export DESIGN_NICKNAME = ThapPhan
export VERILOG_FILES = /design/flow/design.v
export SDC_FILE = /design/flow/constraint.sdc
export NUM_CORES = 4
export LEC_CHECK = 1
export CORE_UTILIZATION = 30

===== /design/flow/constraint.sdc =====
current_design ThapPhan

set clk_period 9.1
set clk_io_pct 0.2

create_clock -name clk0 -period $clk_period [get_ports {iCLK}]

set non_clock_inputs [all_inputs -no_clocks]
set_input_delay [expr $clk_period * $clk_io_pct] -clock clk0 $non_clock_inputs
set_output_delay [expr $clk_period * $clk_io_pct] -clock clk0 [all_outputs]

===== /design/flow/design.v =====
module ThapPhan
#(parameter width_z = 18,
  parameter width_xy= 18)
  (input iCLK,
  input [width_z-4:0] z_i,
  output reg [3:0] z0, z1, z2, z3, z4, z5, z6);
  reg i = 0;
  reg [width_z-4:0]  z_p; 
  reg [width_z:0] z;  
always@(posedge iCLK)
begin
		if (~i) begin 
			z_p = z_i;
			i 	 = 1;
						z		=		z_p*4'b1010;
						z0 	= 	z[width_z:width_z-3];
						z_p 	= 	z[width_z-4:0];
						z		=		z_p*4'b1010;
						z1 	= 	z[width_z:width_z-3];
						z_p 	= 	z[width_z-4:0];
						z		=		z_p*4'b1010;
						z2 	= 	z[width_z:width_z-3];
						z_p 	= 	z[width_z-4:0];
						z		=		z_p*4'b1010;
						z3 	= 	z[width_z:width_z-3];
						z_p 	= 	z[width_z-4:0];
						z		=		z_p*4'b1010;
						z4 	= 	z[width_z:width_z-3];
						z_p 	= 	z[width_z-4:0];
						z		=		z_p*4'b1010;
						z5 	= 	z[width_z:width_z-3];
						z_p 	= 	z[width_z-4:0];
						z		=		z_p*4'b1010;
						z6 	= 	z[width_z:width_z-3];
					end
	end
endmodule

===== /design/flow/run.sh =====
#!/bin/bash
# OpenROAD 26Q1-2900-gdf79404cd8, Yosys 0.63+post, stock flow scripts
make -C /OpenROAD-flow-scripts/flow DESIGN_CONFIG=/design/flow/config.mk WORK_HOME=/design/flow/orfs finish

==> flow_summary.html <==
<p>Metrics extracted from the flow reports.</p>
<table>
<tr><th>Metric</th><th>Value</th></tr>
<tr><th colspan="2">Logic synthesis</th></tr>
<tr><td>Cell area after synthesis</td><td>0.004533 mm²</td></tr>
<tr><td>Post-synthesis sequential area ratio</td><td>0.1899</td></tr>
<tr><td>Async S/R FF share, synth</td><td>0</td></tr>
<tr><td>Most common cell in the netlist</td><td>sky130_fd_sc_hd__ha_1</td></tr>
<tr><td>Chip area line of the yosys report</td><td>0.004533 mm²</td></tr>
<tr><td>Top cells, area</td><td>sky130_fd_sc_hd__ha_1 37%, sky130_fd_sc_hd__edfxtp_1 19%, sky130_fd_sc_hd__xnor2_1 7.7%, sky130_fd_sc_hd__a21oi_1 4.5%, sky130_fd_sc_hd__o21ai_0 3.1%</td></tr>
<tr><td>Synth cell count leaders</td><td>135 x sky130_fd_sc_hd__ha_1, 41 x sky130_fd_sc_hd__a21oi_1, 40 x sky130_fd_sc_hd__xnor2_1</td></tr>
<tr><td>Post-synth EDFFs</td><td>28</td></tr>
<tr><td>Number of standard cells reported by yosys</td><td>465</td></tr>
<tr><td>Commonest register cell after synthesis</td><td>sky130_fd_sc_hd__edfxtp_1</td></tr>
<tr><td>Unique cell type count in the Yosys netlist</td><td>42</td></tr>
<tr><td>Synthesis-stage register bit count</td><td>29</td></tr>
<tr><td>Top cell type by total area after synthesis</td><td>sky130_fd_sc_hd__ha_1</td></tr>
<tr><td>Warning count from the yosys run</td><td>1</td></tr>
<tr><td>Instance tally after logic synthesis</td><td>465</td></tr>
<tr><td>Post-Syn Area per Cell</td><td>9.749 µm²</td></tr>
<tr><td>Area share of the leading cell type in the synthesized netlist</td><td>0.3726</td></tr>
<tr><th colspan="2">Final timing</th></tr>
<tr><td>Clock period minus final worst setup slack</td><td>8.877 ns</td></tr>
<tr><td>TNS Setup</td><td>0 ns</td></tr>
<tr><td>Worst hold-check slack</td><td>0.7775 ns</td></tr>
<tr><td>Count of final setup violators</td><td>0</td></tr>
<tr><td>Period utilization</td><td>0.9754</td></tr>
<tr><td>Number of pins with negative max-slew slack in the final report</td><td>0</td></tr>
<tr><td>Final setup skew</td><td>0.002806 ns</td></tr>
<tr><td>Worst-Margin Slew</td><td>0.4937 ns</td></tr>
<tr><td>Max Freq</td><td>112.7 MHz</td></tr>
<tr><td>Final count of hold timing violations</td><td>0</td></tr>
<tr><td>Worst slew margin relative to its limit</td><td>0.6665</td></tr>
<tr><th colspan="2">Layout</th></tr>
<tr><td>Layout Area Growth over Synthesis</td><td>48.91%</td></tr>
<tr><td>Summed area of non-filler cells in the final layout</td><td>0.006750 mm²</td></tr>
<tr><td>Final Core Density</td><td>0.4610</td></tr>
<tr><td>Proportion of layout cells with a drive suffix above 1</td><td>0.3254</td></tr>
<tr><th colspan="2">Die</th></tr>
<tr><td>Count of standard-cell rows</td><td>44</td></tr>
<tr><td>Floorplan Utilization</td><td>0.3096</td></tr>
<tr><td>Die outline area</td><td>0.01561 mm²</td></tr>
<tr><td>Core outline area</td><td>0.01464 mm²</td></tr>
<tr><td>Io pins</td><td>44</td></tr>
<tr><td>Die height</td><td>124.9 µm</td></tr>
<tr><td>Die width</td><td>124.9 µm</td></tr>
<tr><th colspan="2">Detailed routing</th></tr>
<tr><td>Routed vias</td><td>3872</td></tr>
<tr><td>Router iterations before antenna repair</td><td>22</td></tr>
<tr><td>Routed wire per std cell</td><td>10.60 µm</td></tr>
<tr><td>Total DRC errors in the routed layout</td><td>0</td></tr>
<tr><td>Number of nets with antenna violations after routing</td><td>0</td></tr>
<tr><td>Antenna diode count</td><td>0</td></tr>
<tr><td>Total wirelength of the detailed-routed design</td><td>8660 µm</td></tr>
<tr><td>Via/cell ratio</td><td>4.739</td></tr>
<tr><td>Detailed router's first-iteration violation count</td><td>169</td></tr>
<tr><th colspan="2">CTS</th></tr>
<tr><td>Buffers from clock root to sink, at most</td><td>2</td></tr>
<tr><td>Deepest level of the CTS H-tree</td><td>2</td></tr>
<tr><td>Latest clock arrival within the worst-skew pair</td><td>0.28 ns</td></tr>
<tr><td>TritonCTS clock tree</td><td>built</td></tr>
<tr><td>Root buffer selected by CTS</td><td>sky130_fd_sc_hd__clkbuf_16</td></tr>
<tr><td>Number of clock sinks</td><td>29</td></tr>
<tr><td>Hold_buf cts</td><td>0</td></tr>
<tr><td>Clock-pin slew reported for the worst setup and hold paths after clock tree synthesis</td><td>0.05 ns</td></tr>
<tr><td>Number of buffers created by CTS</td><td>5</td></tr>
<tr><th colspan="2">Place</th></tr>
<tr><td>Placer congestion estimate</td><td>0.8040</td></tr>
<tr><td>Tally of buffers added on design ports</td><td>43</td></tr>
<tr><td>Post-Place Cell Area</td><td>0.005967 mm²</td></tr>
<tr><td>Detailed Place HPWL</td><td>6933 µm</td></tr>
<tr><th colspan="2">Worst setup path</th></tr>
<tr><td>Startpoint-to-endpoint class of the critical path</td><td>in -&gt; reg</td></tr>
<tr><td>Critical path fanouts, max</td><td>4</td></tr>
<tr><td>Slowest cell on crit path</td><td>sky130_fd_sc_hd__fa_2</td></tr>
<tr><td>Data required time of the worst path</td><td>9.13 ns</td></tr>
<tr><td>Arrival time reported for the critical path endpoint</td><td>8.91 ns</td></tr>
<tr><td>Critical path capture point type</td><td>flip-flop</td></tr>
<tr><td>Largest incremental delay on the critical path</td><td>0.60 ns</td></tr>
<tr><td>Type of origin of the critical path</td><td>input port</td></tr>
<tr><td>Most used cell, CP</td><td>sky130_fd_sc_hd__ha_4</td></tr>
<tr><th colspan="2">Run</th></tr>
<tr><td>Total of max-cap violations</td><td>0</td></tr>
<tr><td>Warning total across the stage logs</td><td>27</td></tr>
<tr><th colspan="2">Run status</th></tr>
<tr><td>Outcome</td><td>completed</td></tr>
<tr><th colspan="2">GRT</th></tr>
<tr><td>Total overflow reported by the global router</td><td>0</td></tr>
<tr><td>Maximum number of pins on one net before global-route repair</td><td>29</td></tr>
<tr><td>Antenna violations before repair</td><td>0</td></tr>
<tr><td>Global-route wire length before repair</td><td>15350 µm</td></tr>
<tr><td>Number of global-route vias before repair</td><td>3744</td></tr>
<tr><td>Overall Global Routing Usage</td><td>0.1143</td></tr>
<tr><th colspan="2">Min path</th></tr>
<tr><td>Worst hold-check path type</td><td>reg -&gt; reg</td></tr>
</table>
cells by family after synthesis:
logic type	count (synthesis)	synth area share
compound gates	134	0.1929
xor+xnor	55	0.1063
fa+ha+maj	141	0.3991
buf+inv	29	0.02401
flops	29	0.1899
mux	1	0.002208
other cells	1	0.0008272
simple gates	75	0.08474
worst paths after layout:
kind                              from  slack [ns]  cells past startpoint    end
worst max-delay path            z_i[1]        0.22                     31  z6[2]
worst min-delay path                 i        0.78                      2  z1[1]
worst max register to register       i        8.09                      2  z5[1]
worst min register to register       i        0.78                      2  z1[1]
per-stage QoR:
step | instances | setup slack [ns]
final | 817 | 0.2235
after global routing | 817 | -0.08791
after CTS | 810 | 0.003644
after detailed placement | 794 | -0.7352
after global placement | 794 | -0.6530
after floorplan | 465 | 0.007383
repair_timing:
action	CTS	global route
gates resized	34	50
pin swaps	27	35
setup buffers	8	7
setup endpoints to repair	7	8
registers in the layout, indices dropped and copies added, names as in the netlist:
signal / count
z5: 4
z6: 4
z1: 4
i: 1
z2: 4
z4: 4
z0: 4
z3: 4
cell type report:
| class | instances | area, µm² |
|---|---|---|
| Tap cell | 184 | 230.2 |
| Inverter | 27 | 101.3 |
| Clock buffer | 7 | 142.6 |
| Multi-Input combinational cell | 407 | 4053 |
| Fill cell | 1299 | 7894 |
| Sequential cell | 29 | 860.8 |
| Timing Repair Buffer | 162 | 1333 |
| Clock inverter | 1 | 30.03 |
per-layer routing:
metal | vias to the layer above | wire length [µm] | track usage | part of all wire
met2 | 33 | 3725 | 0.1827 | 0.43
li1 | 2077 | - | - | -
met1 | 1756 | 4658 | 0.1751 | 0.54
met4 | 0 | 113 | 0.01363 | 0.013
met3 | 6 | 162 | 0.01095 | 0.019
met5 | - | 0 | 0 | 0
cell usage in the layout (no fill, tap or decap), types with 13 or more instances in the layout:
master                            Yosys  layout
sky130_fd_sc_hd__a21oi_1             41      31
sky130_fd_sc_hd__inv_1               27      26
sky130_fd_sc_hd__ha_1               135     113
sky130_fd_sc_hd__a21o_1              18      18
sky130_fd_sc_hd__edfxtp_1            28      28
sky130_fd_sc_hd__ha_4                 0      19
sky130_fd_sc_hd__xnor2_2              0      14
sky130_fd_sc_hd__xnor2_1             40      26
sky130_fd_sc_hd__buf_4                0     119
sky130_fd_sc_hd__nor2_1              19      13
sky130_fd_sc_hd__clkdlybuf4s50_1      0      38
sky130_fd_sc_hd__o21ai_0             28      22
worst max-delay path, delay by kind of cell:
family | cells | cell delay [ns]
AOI/OAI and AO/OA | 7 | 1.03
xor gates and xnor gates | 3 | 0.44
adders and majority gates | 15 | 4.84
buffers and inverters | 3 | 0.44
and+or+nand+nor | 3 | 0.29
